===== design/flow/design.v =====
module cd (
    input [5:0] bx,
    input [5:0] by,
    input [5:0] p1y,
    input [5:0] p2y,
    output reg [1:0] paddle_collision,
    output reg wall_collision,
    output reg [2:0] sc1,
    output reg [2:0] sc2
);
    initial begin
        sc1 <= 0;
        sc2 <= 0;
        paddle_collision <= 2'b00;
        wall_collision <= 0;
    end
    always @(*) begin
        for (integer i = 0; i < 6; i = i + 1) begin
            if (p1y + i == by && bx == 2) begin
                paddle_collision <= 2'b01;
            end
            else if (p2y + i == by && bx == 61) begin
                paddle_collision <= 2'b11;
            end
            else if ((p2y > by) || (p2y + 5 < by) || (2 < bx && bx < 61)) begin
                paddle_collision <= 2'b00;
            end
        end
        if (by == 63 || by == 0) begin
            wall_collision <= 1;
        end
        else begin
            wall_collision <= 0;
        end
        if (bx == 2 && (by < p1y || by > (p1y + 5))) begin
            sc2 = sc2 + 1;
        end
        else if (bx == 61 && (by < p2y || by > (p2y + 5))) begin
            sc1 = sc1+ 1;
        end
    end
endmodule

===== design/flow/run.sh =====
#!/bin/bash
# OpenROAD 26Q1-2900-gdf79404cd8, Yosys 0.63+post, stock flow scripts
make -C /OpenROAD-flow-scripts/flow DESIGN_CONFIG=/design/flow/config.mk WORK_HOME=/design/flow/orfs finish

===== design/flow/config.mk =====
export PLATFORM = sky130hd
export DESIGN_NAME = cd
export DESIGN_NICKNAME = cd
export VERILOG_FILES = /design/flow/design.v
export SDC_FILE = /design/flow/constraint.sdc
export NUM_CORES = 4
export LEC_CHECK = 1
export CORE_UTILIZATION = 30

===== design/flow/constraint.sdc =====
current_design cd

set clk_period 1.0
set clk_io_pct 0.2

create_clock -name clk0 -period $clk_period

set non_clock_inputs [all_inputs -no_clocks]
set_input_delay [expr $clk_period * $clk_io_pct] -clock clk0 $non_clock_inputs
set_output_delay [expr $clk_period * $clk_io_pct] -clock clk0 [all_outputs]

==> results.json <==
{
  "final_cells": 385,
  "hold_viol": 0,
  "syn_area_sq_um": 2090,
  "dp_cells": 386,
  "slowest_stage": "nor4_4",
  "ys_ff": 8,
  "gr-total-overflow": 0,
  "num_rows": 30,
  "synth_cell_types": 53,
  "drive_gt1_share_pct": 8.52,
  "edf_count": 0,
  "die_x_microns": 85.5,
  "whs_endpoint": "wall_collision",
  "cp-end-kind": "output pin",
  "remaining_drc_errors": 0,
  "fp.dieH_microns": 85.5,
  "p_switching_w": 0.000562,
  "timing.final.crit_period_ps": 1140,
  "rsz0062_at_grt": "true",
  "violations": "negative setup slack",
  "hold_path_startpoint": "by[5]",
  "grt_pass1_vias": 1892,
  "p_int_w": 0.000472,
  "grt_first_pass_wirelength_microns": 9600,
  "grt_antenna_before_repair": 0,
  "status": "finished with violations",
  "finalSetupViolCount": 1,
  "drt-initial-drc-count": 113,
  "avgSynthCellArea_sq_um": 7.69,
  "insertedDiodeCount": 0,
  "viasPerCell": 5.21,
  "hold_class": "in -> out",
  "syn2layout_area_growth_pct": 24.0,
  "async_flop_share_pct": 0,
  "max_stage_delay_ps": 310,
  "finalMaxSlewViolations": 0,
  "synthCells": 272,
  "grtUsageTotal_pct": 16.5,
  "unclocked_pins": 8,
  "ios": 33,
  "ys_cells": 272,
  "worstPathCellList": "buf_8, nor4_4, nand3_4, o31ai_4, buf_2",
  "detail_route.wl_per_cell_microns": 14.8,
  "ff_type": "dlxtn_1",
  "max-slew-margin-rel_pct": 44.7,
  "finalWorstSetupSlack_ps": -136,
  "cellPowerDensity_nw_per_um2": 399,
  "clkPwrFrac_pct": 0,
  "worst_ep_arrival_time_ps": 940,
  "ir_worst_vdd_mv": 0.113,
  "critical_path_class": "in -> out",
  "fmax_ghz": 0.880,
  "required_ps": 800,
  "ant_nets": 0,
  "grt_max_degree": 18,
  "vias": 2007,
  "layout_worst_path_cycle_share_pct": 114,
  "cp-start-kind": "input port",
  "seqPwrFrac_pct": 0.3,
  "hold_depth": 5,
  "dieArea_sq_um": 7310,
  "ys_warn_count": 7,
  "yosysChipArea_sq_um": 2090,
  "drv_cap": 0,
  "core_sq_um": 6760,
  "warnings": 50,
  "netSwitchingFraction_pct": 54.4,
  "fp_util_pct": 31.0,
  "portBuffers": 33,
  "tightest_slew_ps": 823,
  "path_max_fanout": 3,
  "untimed_endpoints": 16,
  "postCtsHoldBufs": 0,
  "route.final.wire_length_microns": 5700,
  "gp_congestion": 0.990,
  "first_pass_iters": 5,
  "fin_hold_ws_ps": 776,
  "comb_power_share_pct": 99.7,
  "p_leak_nw": 1.16,
  "dpl.hpwl_microns": 4560
}
==> critical path: cells and delay by family <==
kind	cells	cell delay, ps
AND/OR/NAND/NOR	2	420
buffers and inverters	2	240
AND-OR/OR-AND	1	80
==> kinds of logic after synthesis <==
| family | count (synthesis) | share of synthesized area [%] |
|---|---|---|
| AOI/OAI and AO/OA | 73 | 24.3 |
| and+or+nand+nor | 68 | 19.3 |
| adders and majority gates | 46 | 27.5 |
| buffers and inverters | 40 | 7.36 |
| xor gates and xnor gates | 34 | 14.2 |
| latches | 8 | 5.74 |
| muxes | 3 | 1.55 |
==> flip-flops by register name, summed over array words and instances (netlist names) <==
name,count
sc2,3
sc1,3
paddle_collision,2
==> what timing repair did <==
action,4_1_cts,5_1_grt
endpoints found under the setup margin,1,1
gates resized,36,1
pin swaps,4,2
buffers inserted,0,0
==> synth_stat cells, types with 6 or more instances <==
master / n / area share (%)
ha_1: 46 / 28
o21ai_0: 11 / 2.6
a21oi_1: 17 / 4.1
inv_1: 30 / 5.4
nand3_1: 7 / 1.7
nand2_1: 17 / 3.1
clkbuf_1: 8 / 1.4
xnor2_1: 25 / 10
o21a_1: 7 / 2.5
xor2_1: 9 / 3.8
nor2b_1: 6 / 1.8
nor2_1: 8 / 1.4
==> how the worst max path moves through the flow <==
| stage | slack [ps] | endpoint | cells past startpoint | startpoint |
|---|---|---|---|---|
| finish | -140 | wall_collision | 5 | by[3] |
| global route | -190 | wall_collision | 5 | by[3] |
| CTS | -150 | wall_collision | 5 | by[5] |
==> cell usage in the layout, fill, tap and decap left out, types with 2 or more instances in the layout <==
| cell type | n |
|---|---|
| ha_1 | 46 |
| inv_1 | 28 |
| clkdlybuf4s50_1 | 26 |
| xnor2_1 | 25 |
| a21oi_1 | 17 |
| nand2_1 | 17 |
| o21ai_0 | 11 |
| xor2_1 | 9 |
| nor2_1 | 8 |
| o21a_1 | 7 |
| buf_4 | 7 |
| nor2b_1 | 6 |
| nand3_1 | 6 |
| nand4_1 | 5 |
| a21o_1 | 5 |
| o2111ai_1 | 5 |
| dlxtn_1 | 5 |
| a211oi_1 | 4 |
| or3_1 | 3 |
| and3_1 | 3 |
| a31oi_1 | 3 |
| a211o_1 | 3 |
| buf_2 | 3 |
| dlxtp_1 | 3 |
| nor3_1 | 2 |
| inv_2 | 2 |
| nand4b_1 | 2 |
| nor4_1 | 2 |
| o211ai_1 | 2 |
| mux2_2 | 2 |
| o2111a_1 | 2 |
| and4b_1 | 2 |
| nor3b_1 | 2 |
| o311a_1 | 2 |
| buf_8 | 2 |
| dlygate4sd2_1 | 2 |
| buf_6 | 2 |
==> power groups by stage <==
stage	logic (W)	clock network [W]	registers (W)
4_1_cts	0.00102	0	0.00000297
5_1_grt	0.00115	0	0.00000298
6_report	0.00103	0	0.00000297
==> metrics by stage <==
stage	worst slack [ps]	power [W]	util [%]	TNS (ps)	instance area [sq um]
3_3_place_gp	-1090	0.00101	37.9	-1090	2560
5_1_grt	-190	0.00115	38.4	-190	2590
4_1_cts	-147	0.00103	38.3	-147	2590
6_report	-136	0.00103	38.4	-136	2590
3_5_place_dp	-1070	0.00101	37.9	-1070	2560
2_1_floorplan	8.54	0.000674	-	0	2100
==> metal layers <==
layer / global-route usage [%] / up-vias / share of wire [%]
met3: 0.879 / 2 / 4.4
met2: 27.0 / 49 / 43
met5: 0 / - / 0
met1: 25.4 / 899 / 52
met4: 0.606 / 0 / 0.51
li1: - / 1057 / -
==> cell type report <==
class                           instances  area [sq um]
Inverter                               31           116
Multi-Input combinational cell        224          1860
Timing Repair Buffer                   42           398
Sequential cell                         8           120
Tap cell                               80           100
Fill cell                             698          4160
Power figures rest on the tool's default switching activity, not on a simulated workload.
